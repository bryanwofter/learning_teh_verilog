==> design/flow/design.v <==
module binary_counter#(
    parameter SIZE = 8
) (
    input wire clk,
    input wire enable,
    input wire rst,
    output wire [SIZE-1:0] q
);
reg [SIZE-1:0] r_q;
always @(posedge clk) begin
    if (~rst)
        r_q <= 0;
    else if (enable)
        r_q <= r_q + 1;
end
assign q = r_q;
endmodule
==> design/flow/run.sh <==
#!/bin/bash
# OpenROAD 26Q1-2900-gdf79404cd8, Yosys 0.63+post, stock flow scripts
make -C /OpenROAD-flow-scripts/flow DESIGN_CONFIG=/design/flow/config.mk WORK_HOME=/design/flow/orfs finish
==> design/flow/config.mk <==
export PLATFORM = sky130hd
export DESIGN_NAME = binary_counter
export DESIGN_NICKNAME = binary_counter
export VERILOG_FILES = /design/flow/design.v
export SDC_FILE = /design/flow/constraint.sdc
export NUM_CORES = 4
export LEC_CHECK = 1
export CORE_AREA = 10 10 70 70
export DIE_AREA = 0 0 80 80
==> design/flow/constraint.sdc <==
current_design binary_counter

set clk_period 2.4
set clk_io_pct 0.2

create_clock -name clk0 -period $clk_period [get_ports {clk}]

set non_clock_inputs [all_inputs -no_clocks]
set_input_delay [expr $clk_period * $clk_io_pct] -clock clk0 $non_clock_inputs
set_output_delay [expr $clk_period * $clk_io_pct] -clock clk0 [all_outputs]
==> notes.md <==
flow finished, numbers: Tmin final 1.66 ns, area fraction in mux cells 5.57%, Most flops, register r_q, crit path DRT 1.92 ns, H-tree depth 1, Final Max Tran Viols 0, Leakage 0.184 nW, critical setup path kind reg2out, EDFF count, synth 0, fp_density 10.5%, outcome completed, Synth top area share 44.6%, critical path launch point type flip-flop, comb area leader simple AND/OR/NAND/NOR gates, worst path cell trace clkdlybuf4s50_1, CP max FO 5, tool warning count 25, post-synthesis sequential area ratio 44.6%, Hold Buf Count CTS 0, combinational share of power 8.1%, Yosys Instances 37, post-DP HPWL 638 um, hold_sp r_q[7], RSZ-0062 raised after global routing no, fraction of layout cells with a size suffix above 1 8.16%, Worst Skew 0.00166 ns, # IOs 11, adder share 3.48%, number of synthesis warnings 1, site row count 21, Late-Pin Clk Latency 0.25 ns, first-pass GRT wire length 1.30 mm, area growth from synthesis to layout 48.1%, synth unique cells 18, total negative slack 0 ns, pwr/cell area 496 nW/um^2, CTS Root Buffer Type clkbuf_4, fmax 0.602 GHz, simple share 26.5%, Synth Area in Compound Gates 6.97%, 1st-iter DRT viols 46, cells after synthesis 37, most frequent cell after synthesis dfxtp_1, dominant cell type by area after synthesis dfxtp_1, clock share of power 38.4%, port bufs 10, die area 6400 sq um, post-cts resize count 0, Least-Margin Pin Slew 0.260 ns, Synth Cell Area 359 sq um, hold path depth 2, antenna fix cells 0, Synth flops 8, CTS tree built, overall global routing resource usage 2.58%, fin cells 95, Setup Fix Bufs, Post-CTS 0, placed cell count 92, worst min path class reg2reg, top post-synthesis cells by count dfxtp_1 (8), and2_1 (4), nand2_1 (3), xnor2_1 (3), number of flip-flops in the largest register 8, DR DRC count 0, relative slew slack 82.6%, MI comb area 188 sq um, WP buf/inv 1, Syn Area/Cell 9.71 sq um, DR vias 293, initial antenna violation count 0, sw frac 21.2%, clock transition at the registers of the reported paths 0.05 ns, Core Util, Final 15.6%, CP arrival 1.18 ns, Storage cell area 160 sq um, Worst VDD drop 0.0000951 V, crit path from r_q[3], Vias/cell 3.08, Routed wire per std cell 8.78 um, reg2reg start r_q[0], Die X 80 um, Num Clock Sinks 8, CP max-delay cell clkdlybuf4s50_1, XORs/XNORs by Area 9.76%, fillers 397, Final ANT Viol Nets 0, die height 80 um, Overflow after GRT 0, CTS Buf Count 3, final setup fails 0, Tcrit/Tclk final 69.2%, R2R depth 4, Post-Layout Inst Area 532 sq um, CORE AREA 3420 sq um, top_reg_cell synth dfxtp_1, maximum number of buffers from clock root to sink 2, WL final 834 um, Largest regs r_q: 8 flops, Area after DPL 509 sq um, max incr delay on CP 0.51 ns, Flop pwr share 53.5%, vias in the first global route 282, Area contributors post-synth dfxtp_1 (45%), xnor2_1 (7.3%), and2_1 (7.0%), Internal 0.208 mW, asr flop ratio synth 0%, yosys stat area 359 sq um, critical path's top delay family buffers and inverters, Critical Path Stages 1, number of max-cap violations 0, Sw Pwr 0.0559 mW, largest net degree at the start of global routing 10, Final Hold Vio Count 0, routability cong. 0.644, crit path capture type output port, WHS 0.477 ns, First-pass DRT Iterations 3
-- metal layers --
layer | GRT usage [%] | wire length (um) | share of wire [%]
met1 | 2.29 | 317 | 38
met2 | 4.33 | 377 | 45
met3 | 2.39 | 123 | 15
met4 | 0.352 | 15 | 1.8
met5 | 0 | 0 | 0
-- final cells by class --
type	instances	area share [%]
multi-input combinational	27	35.3
sequential	8	30.1
timing repair buffer	10	18.8
tap	46	10.8
clock buffer	3	4.24
inverter	1	0.706
-- cell families (layout without fill, tap and decap cells) --
| logic type | after synthesis | in the layout |
|---|---|---|
| xor gates and xnor gates | 4 | 4 |
| AOI/OAI and AO/OA | 4 | 4 |
| and+or+nand+nor | 16 | 16 |
| adders and majority gates | 1 | 1 |
| muxes | 2 | 2 |
| DFF | 8 | 8 |
| buffers and inverters | 2 | 14 |
-- per-stage QoR --
step	setup WS [ns]	total power [mW]
2_1_floorplan	1.19	0.154
3_3_place_gp	0.621	0.166
3_5_place_dp	0.600	0.166
4_1_cts	0.726	0.272
5_1_grt	0.689	0.280
6_report	0.740	0.264
-- path summary, 6_finish.rpt --
kind,end,slack [ns]
worst max-delay path,q[3],0.74
worst min register to register,r_q[7],0.48
worst min-delay path,r_q[7],0.48
worst max register to register,r_q[6],1.13
-- power by group through the flow --
stage	clock network, mW	registers, mW	logic [mW]
6_report	0.101	0.141	0.0213
5_1_grt	0.114	0.142	0.0236
4_1_cts	0.108	0.141	0.0221
-- cell usage in the layout (no fill, tap or decap) --
cell	synthesis	routed
nand4_1	1	1
dfxtp_1	8	8
xnor2_1	3	3
and2_1	4	4
nor3_1	1	1
ha_1	1	1
or3_1	2	2
clkbuf_4	0	3
inv_1	1	1
a21boi_1	2	2
nand2b_1	1	1
nor2b_1	1	1
mux2i_1	2	2
nand4_2	1	1
o21ai_0	2	2
clkdlybuf4s50_1	0	10
nand3_1	2	2
nand2_1	3	3
xor2_1	1	1
No activity file was given, so power comes from the tool's default toggle rates.
